==> design.v <==
module uart
#(
    parameter DELAY_FRAMES = 27  
)
(
    input wire clk_i,
    input wire uart_rx_i,
    output reg rx_byte_ready_o,
    output reg [7:0] rx_data_o,
    output wire uart_tx_o,
    input wire [7:0] tx_data_i,
    input wire tx_trigger_i,
    output reg tx_complete_o = 1, 
    output reg [3:0] rx_state_debug
);
localparam HALF_DELAY_WAIT = (DELAY_FRAMES / 2);  
reg [3:0] rxState = 0;   
reg [12:0] rxCounter = 0;  
reg [2:0] rxBitNumber = 0;  
localparam RX_STATE_IDLE = 0;
localparam RX_STATE_START_BIT = 1;
localparam RX_STATE_READ_WAIT = 2;
localparam RX_STATE_READ = 3;
localparam RX_STATE_STOP_BIT = 4;
always @(posedge clk_i) begin
    rx_state_debug <= rxState;
    case (rxState)
        RX_STATE_IDLE: begin
            rx_byte_ready_o <= 0;
            if(uart_rx_i == 0) begin  
                rxState <= RX_STATE_START_BIT;
                rxCounter <= 1;
                rxBitNumber <= 0;
                rx_data_o <= 0;  
            end
        end
        RX_STATE_START_BIT: begin
            if(rxCounter >= HALF_DELAY_WAIT) begin
                rxState <= RX_STATE_READ_WAIT;
                rxCounter <= 1;
            end else
                rxCounter <= rxCounter + 1;
        end
        RX_STATE_READ_WAIT: begin
            rxCounter <= rxCounter + 1;
            if(rxCounter >= DELAY_FRAMES) begin
                rxState <= RX_STATE_READ;
                rxCounter <= 1;
            end
        end
        RX_STATE_READ: begin
            rx_data_o[rxBitNumber] <= uart_rx_i;
            if(rxBitNumber >= 7) begin
                rxState <= RX_STATE_STOP_BIT;
                rx_byte_ready_o <= 1;
            end
            else begin
                rxState <= RX_STATE_READ_WAIT;
                rxBitNumber <= rxBitNumber + 1;
                rxCounter <= rxCounter + 1;
            end
        end
        RX_STATE_STOP_BIT: begin
            if(uart_rx_i == 1) begin
                rxState <= RX_STATE_IDLE;
            end
        end  
    endcase  
end
reg [3:0] txState = 0;   
reg [12:0] txCounter;  
reg [2:0] txBitNumber;  
reg txPinRegister = 1;  
assign uart_tx_o = txPinRegister;
localparam TX_STATE_IDLE = 0;
localparam TX_STATE_START_BIT = 1;
localparam TX_STATE_SEND = 2;
localparam TX_STATE_STOP_BIT = 3;
always @(posedge clk_i) begin
    case (txState)
        TX_STATE_IDLE: begin
            if(tx_trigger_i) begin 
                txState <= TX_STATE_START_BIT;
                txPinRegister <= 0;  
                txCounter <=1;  
                txBitNumber <= 0;
                tx_complete_o <= 0;
            end
        end
        TX_STATE_START_BIT: begin
            if(txCounter >= DELAY_FRAMES) begin
                txState <= TX_STATE_SEND;
                txCounter <= 1;
            end else
                txCounter <= txCounter + 1;
        end
        TX_STATE_SEND: begin
            txPinRegister <= tx_data_i[txBitNumber];  
            if(txCounter >= DELAY_FRAMES) begin
                if(txBitNumber >= 7) begin  
                    txState <= TX_STATE_STOP_BIT;
                    txPinRegister <= 1;  
                    txCounter <= 1; 
                end else begin
                    txBitNumber <= txBitNumber + 1;
                    txCounter <= 1;
                end
            end else
                txCounter <= txCounter + 1;
        end
        TX_STATE_STOP_BIT: begin
            if(txCounter >= DELAY_FRAMES) begin
                txState <= TX_STATE_IDLE;
                txPinRegister <= 1;  
                tx_complete_o <= 1;
            end else
                txCounter <= txCounter + 1;
        end
    endcase  
end
endmodule
==> run.sh <==
#!/bin/bash
# OpenROAD 26Q1-2900-gdf79404cd8, Yosys 0.63+post, stock flow scripts
make -C /OpenROAD-flow-scripts/flow DESIGN_CONFIG=/design/flow/config.mk WORK_HOME=/design/flow/orfs finish
==> config.mk <==
export PLATFORM = sky130hd
export DESIGN_NAME = uart
export DESIGN_NICKNAME = uart
export VERILOG_FILES = /design/flow/design.v
export SDC_FILE = /design/flow/constraint.sdc
export NUM_CORES = 4
export LEC_CHECK = 1
export CORE_UTILIZATION = 30
==> constraint.sdc <==
current_design uart

set clk_period 4.8
set clk_io_pct 0.2

create_clock -name clk0 -period $clk_period [get_ports {clk_i}]

set non_clock_inputs [all_inputs -no_clocks]
set_input_delay [expr $clk_period * $clk_io_pct] -clock clk0 $non_clock_inputs
set_output_delay [expr $clk_period * $clk_io_pct] -clock clk0 [all_outputs]
==> impl_metrics.env <==
# physical design summary
export IMPL_status="finished clean"
export IMPL_reg2reg_slack_ps=2660
export IMPL_die_h_um=101.7
export IMPL_globalplace_congestion=0.8002
export IMPL_dr_first_iter_drc_count=82
export IMPL_setup_viol=0
export IMPL_layout_drive_gt1_share_pct=9.603
export IMPL_ys_warn_count=1
export IMPL_ys_types=47
export IMPL_die_area_um2=10350
export IMPL_vias_per_cell=4.724
export IMPL_synth_async_reset_ratio_pct=0
export IMPL_post_route_min_period_ps=2443
export IMPL_fp_util_pct=30.81
export IMPL_crit_type="input pin to register"
export IMPL_slew_viol_final=0
export IMPL_final_common_cell="edfxtp_1"
export IMPL_tns_ps=0
export IMPL_fin_crit_sh_pct=50.89
export IMPL_dp_hpwl_um=3520
export IMPL_synth_seq_share_pct=50.31
export IMPL_ys_area_um2=2984
export IMPL_placed_area_um2=3363
export IMPL_synth_edff_count=48
export IMPL_start_kind="input pin"
export IMPL_insertedDiodeCount=0
export IMPL_cap_violations=0
export IMPL_avgSynthCellArea_um2=10.73
export IMPL_netlist_area_um2=2984
export IMPL_htreeDepth=2
export IMPL_power_density_nw_per_um2=657.8
export IMPL_synth_top_flop_cell="edfxtp_1"
export IMPL_cts_setup_buffers=0
export IMPL_leakage_nw=1.194
export IMPL_hp_class="register to register"
export IMPL_cp_data_arrival_time_ps=2380
export IMPL_vias=2055
export IMPL_grt_pass1_vias=1940
export IMPL_grt_max_degree=16
export IMPL_io_pins=26
export IMPL_slew_headroom_pct=56.28
export IMPL_post_cts_resized=0
export IMPL_cts_root_buffer="clkbuf_8"
export IMPL_clk_path_buf_depth=2
export IMPL_final_cell_mix="edfxtp_1 (48), nor2_1 (38), clkdlybuf4s50_1 (24)"
export IMPL_grt_pass1_wl_um=8735
export IMPL_placementRows=36
export IMPL_portBuffers=24
export IMPL_syn_inst=278
export IMPL_numCtsBuffers=5
export IMPL_ir_drop_mv=0.2455
export IMPL_yosys_cells=278
export IMPL_drc=0
export IMPL_antenna_found_initial=0
export IMPL_final_area_um2=3448
export IMPL_wl_per_cell_um=11.61
export IMPL_cp_end_kind="register"
export IMPL_dp_cells=427
export IMPL_cts_hold_buf=0
export IMPL_crit_required_ps=4740
export IMPL_final_cells=435
export IMPL_path_clk_slew_ps=90
export IMPL_hold_viol=0
export IMPL_warnings=33
export IMPL_antenna_left=0
export IMPL_grt_util_all_layers_pct=10.77
export IMPL_rsz0062_at_grt="no"
export IMPL_skew_ps=6.589
export IMPL_coreArea_um2=9684
export IMPL_wl_um=5050
export IMPL_max_slew_worst_pin_slew_ps=651.5
export IMPL_syn_to_final_growth_pct=15.56
export IMPL_cts_sinks=51
export IMPL_dr_pass1_iters=4
export IMPL_timing_fmax_mhz=409.3
export IMPL_grt_ovfl_total=0
export IMPL_path_max_fanout=10
export IMPL_die_w_um=101.7
export IMPL_clk_latency_ps=290
export IMPL_ys_flops=51
export IMPL_cts_tree="built"
## cells in the mapped netlist (all sizes together), types with 2 or more instances
cell type  count  area share (%)
a211oi         6             1.5
a21oi         19             4.4
a22oi          4             1.0
a31oi          3            0.63
and2           4            0.84
and3           4            0.84
buf            5             1.1
clkbuf         6            0.75
dfxtp          3             2.0
edfxtp        48              48
ha            15             6.3
inv           15             1.9
mux2i          2            0.67
mux4           2             1.5
nand2         21             2.6
nand3         12             2.0
nand4          5             1.0
nor2          38             4.8
nor2b          4            0.84
nor3           7             1.2
nor3b          2            0.50
nor4           7             2.2
o2111ai        2            0.59
o211a          2            0.67
o211ai         2            0.50
o21ai          5            0.84
xnor2         17             5.0
xor2           6             1.8
## critical path, cell delays in order
cell and delay, ps:
clkdlybuf4s50_1 590, nor3_1 270, a21oi_1 60, nor2_1 500
## cell type report
| cell class | count | area, µm² |
|---|---|---|
| timing repair buffer | 27 | 262.8 |
| clock buffer | 6 | 72.57 |
| tap | 133 | 166.4 |
| multi-input combinational | 201 | 1376 |
| sequential | 51 | 1501 |
| inverter | 15 | 56.30 |
| fill | 937 | 6236 |
| clock inverter | 2 | 12.51 |
## through the flow
stage	util, %	total power, mW	setup slack [ps]	hold WS [ps]
floorplan	-	1.714	2186	346.2
global placement	34.73	2.037	2009	577.8
detailed placement	34.73	2.039	2028	592.0
CTS	35.61	2.297	2370	609.5
global route	35.61	2.473	2200	650.8
finish	35.61	2.268	2357	603.0
## per-layer routing
| layer | GRT usage [%] | vias up | share of wire, % |
|---|---|---|---|
| li1 | - | 1059 | - |
| met1 | 16.82 | 952 | 51 |
| met2 | 16.48 | 42 | 43 |
| met3 | 2.451 | 2 | 5.0 |
| met4 | 1.226 | 0 | 0.97 |
| met5 | 0 | - | 0 |
## logic make-up (layout without fill, tap and decap cells)
family          Yosys count  in the layout  share of synthesized area, %
fa+ha+maj                15             15                         6.289
flops                    51             51                         50.31
buf+inv                  26             50                         3.731
simple gates            107            107                         18.07
mux                       4              4                         2.180
xor+xnor                 23             23                         6.750
other cells               1              1                        0.1257
compound gates           51             51                         12.54
## worst paths after layout
path / start / endpoint / cells past startpoint
setup / recovery: uart_rx_i / rx_data_o[5] / 4
hold / removal: rxState[0] / rx_state_debug[0] / 0
setup reg to reg: rxBitNumber[0] / rxCounter[3] / 6
hold reg to reg: rxState[0] / rx_state_debug[0] / 0
## sequential cells by signal (all words and copies together), names as in the netlist
register,count
rxBitNumber,3
rxCounter,13
rxState,3
rx_byte_ready_o,1
rx_data_o,8
rx_state_debug,3
txBitNumber,3
txCounter,13
txPinRegister,1
txState,2
tx_complete_o,1
## power by group
part	internal [mW]	switching, mW	leakage, nW
clock network	0.102	0.137	0.0412
registers	0.820	0.241	0.519
logic	0.449	0.519	0.635
Power is estimated from default activity; no workload was simulated.
